==> design/flow/run.sh <==
#!/bin/bash
# OpenROAD 26Q1-2900-gdf79404cd8, Yosys 0.63+post, stock flow scripts
make -C /OpenROAD-flow-scripts/flow DESIGN_CONFIG=/design/flow/config.mk WORK_HOME=/design/flow/orfs finish
==> design/flow/config.mk <==
export PLATFORM = sky130hd
export DESIGN_NAME = Top
export DESIGN_NICKNAME = Top
export VERILOG_FILES = /design/flow/design.v
export SDC_FILE = /design/flow/constraint.sdc
export NUM_CORES = 4
export LEC_CHECK = 1
export CORE_UTILIZATION = 50
export SYNTH_MEMORY_MAX_BITS = 65536
==> design/flow/constraint.sdc <==
current_design Top

set clk_period 3.1
set clk_io_pct 0.2

create_clock -name clk0 -period $clk_period [get_ports {Clk}]

set non_clock_inputs [all_inputs -no_clocks]
set_input_delay [expr $clk_period * $clk_io_pct] -clock clk0 $non_clock_inputs
set_output_delay [expr $clk_period * $clk_io_pct] -clock clk0 [all_outputs]
==> design/flow/design.v <==
module ClkDiv(Clk, Rst, ClkOut);
   input Clk, Rst;
   output reg ClkOut;
  parameter DivVal = 50000000;  
   reg [25:0] DivCnt;
   reg ClkInt;
   always @(posedge Clk) begin
      if( Rst == 1 )begin
         DivCnt <= 0;
         ClkOut <= 0;
         ClkInt <= 0;
      end
      else begin
         if( DivCnt == DivVal ) begin
            	ClkOut <= ~ClkInt;
            	ClkInt <= ~ClkInt;
            	DivCnt <= 0;
         end
         else begin
            	ClkOut <= ClkInt;
            	ClkInt <= ClkInt;
            	DivCnt <= DivCnt + 1;
         end
      end
   end
endmodule
`timescale 1ns / 1ps
module InstructionFetchUnit(Instruction,PCResult, Reset, Clk);
    input Reset, Clk;
    output [31:0] Instruction;
    output [31:0] PCResult;
    wire [31:0] PCAddResult;
    ProgramCounter ProgramCounter(PCAddResult, PCResult, Reset, Clk);
    InstructionMemory InstructionMemory(PCResult, Instruction); 
    PCAdder PCAdder(PCResult, PCAddResult);
endmodule
`timescale 1ns / 1ps
module InstructionMemory(Address, Instruction); 
    input [31:0] Address;         
    output reg [31:0] Instruction;     
    reg[31:0] memory [127:0];
    integer i;
    initial begin
        for (i=0;i<127;i=i+1)
            memory[i] = 3*i;
    end
    always @(Address)
    begin
        Instruction = memory[Address[8:2]];
    end
endmodule
`timescale 1ns / 1ps
module PCAdder(PCResult, PCAddResult);
    input [31:0] PCResult;
    output [31:0] PCAddResult;
    assign PCAddResult = PCResult+4;
endmodule
`timescale 1ns / 1ps
module ProgramCounter(Address, PCResult, Reset, Clk);
	input [31:0] Address;
	input Reset, Clk;
	output reg [31:0] PCResult;
    always @ (posedge Clk)
    begin
   if (Reset==1) begin
   PCResult <= 0;
   end
   else begin
   PCResult <= Address;
   end
   end
endmodule
`timescale 1ns / 1ps
module SevenSegment(numin, segout);
    input	[3:0] numin;
    output	reg [6:0] segout;     
    always @(numin)
    begin
        case (numin)
                4'b0000: segout <= 7'b0000001;     
                4'b0001: segout <= 7'b1001111;     
                4'b0010: segout <= 7'b0010010;     
                4'b0011: segout <= 7'b0000110;     
                4'b0100: segout <= 7'b1001100;     
                4'b0101: segout <= 7'b0100100;     
                4'b0110: segout <= 7'b0100000;     
                4'b0111: segout <= 7'b0001111;     
                4'b1000: segout <= 7'b0000000;     
                4'b1001: segout <= 7'b0000100;     
                4'b1010: segout <= 7'b0001000;     
                4'b1011: segout <= 7'b1100000;     
                4'b1100: segout <= 7'b0110001;     
                4'b1101: segout <= 7'b1000010;     
                4'b1110: segout <= 7'b0110000;     
                4'b1111: segout <= 7'b0111000;     
                default: segout <= 7'b1111111;   
       endcase
     end
endmodule
`timescale 1ns / 1ps
module Top(Reset,Clk,out7, en_out);
input Clk, Reset;
output [6:0] out7;  
output [7:0] en_out;
wire [31:0] Instruction;
wire [31:0] PCResult;
wire ClkOut;
ClkDiv ClkDiv(Clk, Reset, ClkOut);
InstructionFetchUnit InstructionFetchUnit(Instruction,PCResult, Reset, ClkOut);
Two4DigitDisplay Two4DigitDisplay(Clk,Instruction[15:0],PCResult[15:0],out7,en_out);
endmodule
`timescale 1ns / 1ps
module Two4DigitDisplay(Clk, NumberA, NumberB, out7, en_out);
    parameter NUM_WIDTH = 16;
    input  Clk;
    input  [NUM_WIDTH - 1:0] NumberA, NumberB;
    output [6:0] out7;  
    output reg [7:0] en_out;
    reg  [3:0] in4;        
    wire [3:0] firstdigitA;
    wire [3:0] seconddigitA;
    wire [3:0] thirddigitA;
    wire [3:0] forthdigitA;
    wire [3:0] firstdigitB;
    wire [3:0] seconddigitB;
    wire [3:0] thirddigitB;
    wire [3:0] forthdigitB;
    SevenSegment m1(in4, out7);
    reg  [19:0] cnt = 19'd0;
    always @(posedge Clk) begin
        cnt <= cnt + 1;
    end
    assign firstdigitA = NumberA[3:0];
    assign seconddigitA = NumberA[7:4];
    assign thirddigitA = NumberA[11:8];
    assign forthdigitA = NumberA[15:12];
    assign firstdigitB = NumberB[3:0];
    assign seconddigitB = NumberB[7:4];
    assign thirddigitB = NumberB[11:8];
    assign forthdigitB = NumberB[15:12];
    always @(cnt) begin
        case(cnt[19:17])   
            3'b000: begin en_out <= 8'b11111110; in4 <= firstdigitA; end
            3'b001: begin en_out <= 8'b11111101; in4 <= seconddigitA; end
            3'b010: begin en_out <= 8'b11111011; in4 <= thirddigitA; end
            3'b011: begin en_out <= 8'b11110111; in4 <= forthdigitA; end
            3'b100: begin en_out <= 8'b11101111; in4 <= firstdigitB; end
            3'b101: begin en_out <= 8'b11011111; in4 <= seconddigitB; end
            3'b110: begin en_out <= 8'b10111111; in4 <= thirddigitB; end
            3'b111: begin en_out <= 8'b01111111; in4 <= forthdigitB; end
            default: begin en_out <= 8'b11111111; in4 <= 4'b1111; end 
        endcase
     end
endmodule
==> notes.md <==
impl run done, here's what came out: CP startpoint Two4DigitDisplay.cnt[18]$_DFF_P_, Power, Total approximately 1000 uW, cell area after layout roughly 4100 um^2, crit share post-route between 90% and 100%, Tmin final slightly above 3 ns, unrepaired setup endpoints after global routing yes, Area leader share approximately 39%, Power Density 243 nW/um^2, Post-synth area hogs dfxtp_1, xnor2_1, nor2_1, dominant cell by count in the synthesized netlist dfxtp_1, Placed Cells incl. Taps 505, clk buf depth 2, Worst Tran Pin Value just over 0.7 ns, Critical Path Start Type flip-flop, relative slew slack between 50% and 60%, Post-synth top flop dfxtp_1, fill count ~620, status complete, no violations, Yosys warning count 5, Leak Pwr 1.42 nW, number of max-cap violations 0, first-pass GRT wire length 10.9 mm, Flop area between 1000 and 1500 um^2, Total GRT Usage between 15 and 20%, PortBufs 16, WL per Instance about 12 um, end point of the critical path out7[3], Die X just under 90 um, antenna cells 0, Non-Filler Instances ~520, Reg-to-Reg Start ClkDiv.DivCnt[4]$_SDFF_PP0_, dominant cell type by area after synthesis dfxtp_1, GPL Wtd Cong between 0.8 and 0.9, CP Max Fanout 5, Final Max Tran Viols 0, Setup CP Type reg2out, total number of vias approximately 2,700, grt total ovfl 0, async set-or-reset flop fraction in the synthesized netlist 0%, endpoints left unconstrained 23, Post-synth seq share slightly below 40%, Synth Instances 400, pin count of the biggest net entering global routing 27, die area approximately 7500 um^2, Avg Cell Area, Syn approximately 8.9 um^2, critical path required time roughly 2.5 ns, initial detailed-routing violation count between 100 and 150, I/O pin total 17, placed inst area slightly below 4000 um^2, hold crit path type reg2reg, Post-synth EDFFs 0, setup slack, reg-to-reg between 1 and 1.5 ns, Num CTS Buffers 5, DR vias/cell between 5 and 6, TritonRoute pass-1 iters 4, Post-CTS Hold Buffers 0, final hold viol count 0, FP Util between 50% and 60%, CTS clk-pin slew, worst paths roughly 0.080 ns, H-tree depth 2, comb. cell area around 2100 um^2, Synth Register Bits 70, area reported by Yosys stat 3580 um^2, Fmax between 300 and 400 MHz, setup violators final 0, CTS tree built, CTS root buf clkbuf_8, endpoint type of the worst setup path primary output, CP arrival 2.44 ns, DRT Wirelength about 6.4 mm, clk latency late pin ~0.29 ns, tool warnings 34, Critical R2R Capture ClkDiv.DivCnt[10]$_SDFF_PP0_, vias in the first global route about 2,400, register pins left without a clock 23, Core Region roughly 7000 um^2, Setup Skew between 0.004 and 0.005 ns, hpwl dp about 4.6 mm, share of cells above drive strength 1 13.9%, Max VDD drop 0.311 mV, Worst R2R Path Depth 6, Area growth syn-to-layout 13.4%, residual DRC count 0, antenna violations before repair 0, number of distinct library cells after synthesis roughly 65, cell count in the Yosys report 400, Mapped Area approximately 3600 um^2, Detail Route Antenna Nets 0, FP Rows 30, most frequent cells after synthesis dfxtp_1, nor2_1, xnor2_1, nand2_1, nand3_1, Die Ht between 80 and 90 um
-- through the flow --
stage / TNS (ns) / setup WS, ns / utilization (%) / hold slack (ns)
final: 0 / 0.0356 / 59.1 / 0.451
after detailed placement: 0 / 0.0774 / 56.0 / 0.433
after floorplan: 0 / 0.659 / - / 0.402
after global placement: 0 / 0.124 / 56.0 / 0.427
after CTS: 0 / 0.00543 / 57.8 / 0.456
after global routing: -0.121 / -0.117 / 59.1 / 0.479
-- layout by cell type, fill, tap and decap left out, types with 2 or more instances in the layout --
cell	instances
a22o_1	2
inv_2	4
nand3_1	25
mux2_2	4
a21oi_1	6
dfxtp_4	2
nand2b_1	3
inv_1	17
clkbuf_8	5
nand4_1	16
and4_1	6
dlymetal6s2s_1	3
nand2_1	25
or3_1	4
nor4b_1	2
o211ai_1	3
buf_6	2
xor2_1	14
nand3b_1	3
clkdlybuf4s50_1	13
nor2_1	48
a211oi_1	2
ha_4	2
and3_1	6
buf_4	13
nor2b_1	3
ha_1	10
nor3_1	12
or2_2	2
dfxtp_1	67
xnor2_1	37
o21ai_0	10
o21a_1	2
nor4_1	4
mux2i_1	8
-- registers in the layout (all words and copies together) (netlist names) --
| name | flops |
|---|---|
| InstructionFetchUnit.ProgramCounter.PCResult | 14 |
| ClkDiv.ClkOut | 1 |
| Instruction | 9 |
| Two4DigitDisplay.cnt | 20 |
| ClkDiv.DivCnt | 26 |
-- how the worst min path moves through the flow --
| stage | end | cells past startpoint | slack [ns] | startpoint |
|---|---|---|---|---|
| global route | Two4DigitDisplay.cnt[14]$_DFF_P_ | 1 | 0.48 | Two4DigitDisplay.cnt[14]$_DFF_P_ |
| finish | Two4DigitDisplay.cnt[16]$_DFF_P_ | 1 | 0.45 | Two4DigitDisplay.cnt[16]$_DFF_P_ |
| CTS | Two4DigitDisplay.cnt[0]$_DFF_P_ | 1 | 0.46 | Two4DigitDisplay.cnt[0]$_DFF_P_ |
-- cell families (layout without fill, tap and decap cells) --
| group | Yosys count | after routing | synth area share (%) |
|---|---|---|---|
| simple gates | 171 | 171 | 24.9 |
| flops | 70 | 70 | 39.1 |
| xor+xnor | 52 | 52 | 12.9 |
| compound gates | 43 | 43 | 9.23 |
| buf+inv | 37 | 61 | 4.79 |
| mux | 14 | 14 | 4.44 |
| fa+ha+maj | 13 | 13 | 4.54 |
-- cell type report --
cell class                 count  area share [%]
multi-input combinational    293            50.6
sequential                    70            34.7
timing repair buffer          33            7.71
tap                           96            2.96
inverter                      21            1.94
clock buffer                   5            1.70
clock inverter                 2           0.339
-- power by group --
group          switching [mW]  internal, mW  total, mW
combinational          0.0194       0.00971     0.0291
sequential            0.00357         0.605      0.608
clock                   0.196         0.154      0.350
total                   0.219         0.769      0.988
-- critical path: stages (launching register included) --
cell	delay (ns)
dfxtp_4	0.39
mux2_2	0.33
nand2_1	0.06
a32o_2	0.23
inv_1	0.10
ha_4	0.17
inv_2	0.07
mux2i_1	0.06
a221o_1	0.34
clkdlybuf4s50_1	0.40
-- repair_timing --
item,in CTS,in global routing
resized,10,13
setup endpoints to repair,7,6
buffers inserted,3,4
pin swaps,2,4
gates cloned,0,1
-- per-layer routing --
metal  global-route usage, %  up-vias  share of wire (%)
met1                    26.2     1214                 49
li1                        -     1436                  -
met4                    2.27        0                1.4
met2                    31.6       46                 47
met5                       0        -                  0
met3                    1.74        7                2.6
Power and IR drop assume default switching activity.
